$ cat design/flow/config.mk
export PLATFORM = sky130hd
export DESIGN_NAME = FSM
export DESIGN_NICKNAME = FSM
export VERILOG_FILES = /design/flow/design.v
export SDC_FILE = /design/flow/constraint.sdc
export NUM_CORES = 4
export LEC_CHECK = 1
export CORE_AREA = 10 10 70 70
export DIE_AREA = 0 0 80 80
$ cat design/flow/constraint.sdc
current_design FSM

set clk_period 1.0
set clk_io_pct 0.2

create_clock -name clk0 -period $clk_period [get_ports {clk}]

set non_clock_inputs [all_inputs -no_clocks]
set_input_delay [expr $clk_period * $clk_io_pct] -clock clk0 $non_clock_inputs
set_output_delay [expr $clk_period * $clk_io_pct] -clock clk0 [all_outputs]
$ cat design/flow/design.v
module FSM (
	input clk,
	input i_rst,
	input i_write_full,        
	input edge_detector,
	output reg full_mem_indicator,
	output reg o_write_ena  	
);
	localparam WRITE_STATE = 2'd1;
	localparam IDLE_STATE = 2'd2;
	reg [1:0] state;
	reg [1:0] next_state;
	always @(posedge clk) begin
		if (i_rst) begin		
			state <= IDLE_STATE;
		end
		else begin
			state <= next_state;		
		end
	end
	always @(*) begin
		case(state)
			WRITE_STATE: begin			
				o_write_ena <= 1'b1;
				if (i_write_full) begin		
					next_state <= IDLE_STATE;
					full_mem_indicator <= 1'd1;	
				end 
				else begin
					next_state <= WRITE_STATE;
					full_mem_indicator <= 1'd0;	
				end
			end
			IDLE_STATE: begin			
				o_write_ena <= 1'b0;
				if(edge_detector) begin
					next_state <= WRITE_STATE;
				end
				else begin	
					next_state <= IDLE_STATE;
				end				
			end
			default: begin
					next_state <= next_state;
			end
		endcase
	end		
endmodule
$ cat design/flow/run.sh
#!/bin/bash
# OpenROAD 26Q1-2900-gdf79404cd8, Yosys 0.63+post, stock flow scripts
make -C /OpenROAD-flow-scripts/flow DESIGN_CONFIG=/design/flow/config.mk WORK_HOME=/design/flow/orfs finish
==> summary.rpt <==
IMPLEMENTATION SUMMARY REPORT
----------------------------------------------------
[Synth]
  Number of enable flip-flop cells ........................ 0
  Post-Synth AOI/OAI Area ........................ 0
  Commonest cells in the synthesized netlist ........................ inv_1 (4), dlxtn_1 (3), ha_1 (3)
  Cells after Synth ........................ 17
  Yosys simple share ........................ 0.06579
  Synth Flop Type ........................ dlxtn_1
  Most area-hungry cell type in the Yosys netlist ........................ dlxtn_1
  MUX area fraction ........................ 0.1316
  Post-Synth Adder-Cell Area ........................ 0.1974
  Most instantiated library cell after synthesis ........................ inv_1
  Distinct cell type count of the synthesized netlist ........................ 9
  Dominant cell area share ........................ 0.2368
  Average cell area after synthesis ........................ 11.19 um^2
  Main logic family ........................ adder cells
  Post-synth area hogs ........................ dlxtn_1 (24%), dfxtp_1 (21%), ha_1 (20%)
  Post-synthesis chip area from yosys ........................ 190.2 um^2
  Async set or reset register ratio after synthesis ........................ 0
  Xor/xnor share of the synthesized area ........................ 0
  Registers, synthesis ........................ 6
  Cell Area, Synth ........................ 190.2 um^2
  Count of instantiated cells in the yosys netlist ........................ 17
  Synth warn ........................ 1

[Timing]
  FMAX ........................ 1.228 GHz
  Final number of setup-violating endpoints ........................ 0
  Pins Over Slew Limit ........................ 0
  Endpoints left unconstrained ........................ 6
  Worst Max-Slew Pin Slew ........................ 0.1145 ns
  Setup repair after global routing missed its margin ........................ false
  Number of register pins that no clock reaches ........................ 4
  Tmin final ........................ 0.8144 ns
  Worst-case headroom to the max-slew limit ........................ 0.9215
  Fin crit share ........................ 0.8144
  Count of endpoints failing hold in the final timing report ........................ 0

[Floorplan]
  Placeable core region ........................ 3416 um^2
  I/O pins ........................ 6
  Die height ........................ 80 um
  Chip Footprint ........................ 6400 um^2
  Total number of placement rows ........................ 21
  Die X-Extent ........................ 80 um
  Init Core Util ........................ 0.05568

[Route]
  Antenna Violating Nets Remaining ........................ 0
  DRC viols ........................ 0
  Routed WL per cell ........................ 5.254 um
  Inserted Diodes ........................ 0
  TritonRoute pass-1 iters ........................ 2
  WL final ........................ 373 um
  Vias post-DR ........................ 128
  Via density per instance ........................ 1.803
  Drt first-iter violations ........................ 5

[CTS]
  CTS tree ........................ done
  # hold bufs at CTS ........................ 0
  Post-CTS setup-driven buffer insertion count ........................ 0
  H-tree levels ........................ 1
  Clock tree root driver cell ........................ clkbuf_4
  Total clock buffers created by CTS ........................ 3
  Clock transition time at the flip-flop clock pins of the worst setup and hold paths ........................ 0.03 ns
  PostCTS Resize Cnt ........................ 0
  Maximum clock path buffer count ........................ 2

[Global route]
  Pin count of the biggest net entering global routing ........................ 4
  Initial antenna violation count ........................ 0
  First-pass GRT wire length ........................ 579 um
  Total overflow reported by the global router ........................ 0
  Total global routing track utilization ........................ 0.01135
  Via count of the first global-routing pass ........................ 140

[Setup path]
  Critical path type ........................ input port to register
  Maximum fanout count along the critical path ........................ 2
  Kind of end point of the critical path ........................ register
  Slowest cell on crit path ........................ clkdlybuf4s50_1
  Chain of cells forming the critical path ........................ clkdlybuf4s50_1 > or2_2
  Slowest stage delay, CP ........................ 0.43 ns
  Worst Path Arrival ........................ 0.92 ns
  Buf+Inv Stages, Crit Path ........................ 1
  Cell family with the largest share of critical-path delay ........................ buffers and inverters
  Setup crit start kind ........................ input port
  CP Data Required Time ........................ 1.11 ns

[Pwr]
  Pwr per Cell Area ........................ 1002 nW/um^2
  Static Leak ........................ 0.1467 nW
  VDD IR-drop max ........................ 0.0001361 V

[Finish]
  Final non-filler cell total ........................ 71
  Proportion of layout cells with a drive suffix above 1 ........................ 0.2000
  Count of fill cells added during filler insertion ........................ 403
  Area growth from synthesis to layout ........................ 68.42%
  Fin area ........................ 320.3 um^2

[Flow run]
  Max-cap violations ........................ 0
  Count of warning messages emitted by the tools ........................ 27

[Placed design]
  Placement Cell Area ........................ 297.8 um^2
  Final weighted congestion in routability-driven placement ........................ 0.7149
  Final HPWL from detailed placement ........................ 302.7 um
  Number of I/O port buffers ........................ 5
  Cell count after placement ........................ 68

[Hold path]
  Path type of the worst min-delay path ........................ input port to register

[Status]
  Result of the run ........................ complete, no violations

----------------------------------------------------
-- per-layer routing --
metal / wire length [um] / track usage / vias up
met3: 85 / 0.01136 / 0
met1: 175 / 0.01395 / 56
met2: 112 / 0.01204 / 6
met4: 0 / 0.005282 / 0
met5: 0 / 0 / -
li1: - / - / 66
-- state kept, by name, indices dropped and copies added (netlist names) --
name                flops
state                   2
next_state              2
o_write_ena             1
full_mem_indicator      1
-- layout by cell type, fill, tap and decap left out --
cell type and instances:
clkdlybuf4s50_1 5, clkbuf_4 3, mux2i_1 1, mux2_4 1, ha_1 3, dlxtp_1 1
inv_1 4, or2_2 1, nor2b_1 1, dlxtn_1 3, dfxtp_1 2
-- power by group --
part | leakage, nW | switching, mW | internal [mW] | total, mW
combinational | 0.0840 | 0.0135 | 0.0254 | 0.0389
clock | 0.0138 | 0.0488 | 0.133 | 0.182
sequential | 0.0489 | 0.00357 | 0.0970 | 0.101
-- cells by family after synthesis --
group,count (synthesis)
fa+ha+maj,3
simple gates,2
buf+inv,4
flops,2
mux,2
latches,4
-- layout make-up --
type / count / area (um^2) / area share
clock buffers: 3 / 22.52 / 0.07031
inverters: 4 / 15.01 / 0.04688
multi-input cells: 7 / 75.07 / 0.2344
flip-flops and latches: 6 / 100.1 / 0.3125
well taps: 46 / 57.56 / 0.1797
repair buffers: 5 / 50.05 / 0.1563
-- path summary, 6_finish.rpt --
check	start	endpoint	cells after the start
min	i_rst	state[0]$_SDFF_PP0_	2
max	i_rst	state[1]$_SDFF_PP1_	2
-- stage by stage --
stage          worst slack [ns]     util  hold slack (ns)  setup TNS (ns)  power (mW)
2_1_floorplan            0.4125        -           0.2716               0      0.1209
3_3_place_gp           -0.02727  0.08718           0.7554        -0.02727      0.1385
3_5_place_dp           -0.04683  0.08718           0.7858        -0.04683      0.1408
4_1_cts                  0.1933  0.09377           0.5378               0      0.3359
5_1_grt                  0.1804  0.09377           0.5523               0      0.3434
6_report                 0.1857  0.09377           0.5449               0      0.3210
Power figures rest on the tool's default switching activity, not on a simulated workload.
