==> design/flow/config.mk <==
export PLATFORM = sky130hd
export DESIGN_NAME = top_tx
export DESIGN_NICKNAME = top_tx
export VERILOG_FILES = /design/flow/design.v
export SDC_FILE = /design/flow/constraint.sdc
export NUM_CORES = 4
export LEC_CHECK = 1
export CORE_UTILIZATION = 40
==> design/flow/constraint.sdc <==
current_design top_tx

set clk_period 8.3
set clk_io_pct 0.2

create_clock -name clk0 -period $clk_period [get_ports {clock}]

set non_clock_inputs [all_inputs -no_clocks]
set_input_delay [expr $clk_period * $clk_io_pct] -clock clk0 $non_clock_inputs
set_output_delay [expr $clk_period * $clk_io_pct] -clock clk0 [all_outputs]
==> design/flow/design.v <==
module PRBS #(parameter NB = 9, 
		      parameter SEED = 9'h1AA,
		      parameter HIGH = 9,
		      parameter LOW = 5)(
	output o_data,
	input i_reset, i_valid, clock, i_enable);
reg [NB-1:0] shift_reg;
always @(posedge clock) begin
	if (i_reset) begin
		shift_reg <= SEED;
	end
	else if (i_enable && i_valid) begin
		shift_reg <= {shift_reg[NB-2-:NB-1],shift_reg[LOW-1]^shift_reg[HIGH-9]};  
	end
	else 
		shift_reg <= shift_reg;
end
assign o_data = shift_reg[NB-1];
endmodule
module fir_filter #(parameter NB_COEFF = 10, NBF_COEFF = 8, OVER_SAMP = 8, N_BAUDS = 7, NB_COUNT = 3, NB_OUTPUT = 13)(
	input clk, i_enable, i_valid, i_prbs, i_rst,
	output [NB_OUTPUT-1:0]o_data
);
wire signed [NB_COEFF-1:0] coeffs [(OVER_SAMP*N_BAUDS)-1:0];  
wire signed [NB_OUTPUT-1:0] sample_add_w [OVER_SAMP - 1:0];
reg [N_BAUDS-1:0] shift_reg;
reg [ NB_COUNT-1:0]counter;
reg signed [NB_OUTPUT-1:0] sample_add;
assign coeffs[0] = 10'd0;
assign coeffs[1] = 10'd0;
assign coeffs[2] = 10'd1;
assign coeffs[3] = 10'd3;
assign coeffs[4] = 10'd4;
assign coeffs[5] = 10'd6;
assign coeffs[6] = 10'd6;
assign coeffs[7] = 10'd4;
assign coeffs[8] = 10'd0;
assign coeffs[9] = 10'd1018;
assign coeffs[10] = 10'd1009;
assign coeffs[11] = 10'd1001;
assign coeffs[12] = 10'd993;
assign coeffs[13] = 10'd990;
assign coeffs[14] = 10'd993;
assign coeffs[15] = 10'd1004;
assign coeffs[16] = 10'd0;
assign coeffs[17] = 10'd30;
assign coeffs[18] = 10'd67;
assign coeffs[19] = 10'd110;
assign coeffs[20] = 10'd154;
assign coeffs[21] = 10'd194;
assign coeffs[22] = 10'd227;
assign coeffs[23] = 10'd249;
assign coeffs[24] = 10'd256;
assign coeffs[25] = 10'd249;
assign coeffs[26] = 10'd227;
assign coeffs[27] = 10'd194;
assign coeffs[28] = 10'd154;
assign coeffs[29] = 10'd110;
assign coeffs[30] = 10'd67;
assign coeffs[31] = 10'd30;
assign coeffs[32] = 10'd0;
assign coeffs[33] = 10'd1004;
assign coeffs[34] = 10'd993;
assign coeffs[35] = 10'd990;
assign coeffs[36] = 10'd993;
assign coeffs[37] = 10'd1001;
assign coeffs[38] = 10'd1009;
assign coeffs[39] = 10'd1018;
assign coeffs[40] = 10'd0;
assign coeffs[41] = 10'd4;
assign coeffs[42] = 10'd6;
assign coeffs[43] = 10'd6;
assign coeffs[44] = 10'd4;
assign coeffs[45] = 10'd3;
assign coeffs[46] = 10'd1;
assign coeffs[47] = 10'd0;
assign coeffs[48] = 10'd0;
assign coeffs[49] = 10'd0;
assign coeffs[50] = 10'd1;
assign coeffs[51] = 10'd1;
assign coeffs[52] = 10'd1;
assign coeffs[53] = 10'd1;
assign coeffs[54] = 10'd1;
assign coeffs[55] = 10'd1;
assign o_data = sample_add;
always @(posedge clk) begin
	if (i_rst) begin
		shift_reg <= {N_BAUDS{1'b0}};
	end
	else if (i_enable && i_valid) begin
		shift_reg <= {shift_reg[N_BAUDS-2-:N_BAUDS-1],i_prbs};
	end else begin
		shift_reg <= shift_reg;
	end
end
 always @(posedge clk) begin
    if (i_rst) begin
      counter <= {NB_COUNT{1'b0}}; 
      sample_add <= {NB_OUTPUT{1'b0}};
    end 
    else begin
     	if (i_enable) begin
    		counter <= counter + 1'b1;
    		sample_add <= sample_add_w[counter];
    	end 
    	else begin
    		counter <= counter;
    		sample_add <= sample_add;
    	end
    end
 end        
 generate
 	genvar ptr;
 	for(ptr = 0; ptr < OVER_SAMP; ptr = ptr + 1) begin :adds  
 		assign sample_add_w[ptr] = $signed((shift_reg[0])? -coeffs[ptr + (OVER_SAMP*0)]:coeffs[ptr + (OVER_SAMP*0)]) +    
 								   $signed((shift_reg[1])? -coeffs[ptr + (OVER_SAMP*1)]:coeffs[ptr + (OVER_SAMP*1)]) + 
 								   $signed((shift_reg[2])? -coeffs[ptr + (OVER_SAMP*2)]:coeffs[ptr + (OVER_SAMP*2)]) + 
 								   $signed((shift_reg[3])? -coeffs[ptr + (OVER_SAMP*3)]:coeffs[ptr + (OVER_SAMP*3)]) + 
 								   $signed((shift_reg[4])? -coeffs[ptr + (OVER_SAMP*4)]:coeffs[ptr + (OVER_SAMP*4)]) + 
 								   $signed((shift_reg[5])? -coeffs[ptr + (OVER_SAMP*5)]:coeffs[ptr + (OVER_SAMP*5)]) + 
 								   $signed((shift_reg[6])? -coeffs[ptr + (OVER_SAMP*6)]:coeffs[ptr + (OVER_SAMP*6)]) ; 		
 	end
 endgenerate
endmodule
module top_tx #(parameter NB_COUNT = 3)( 
			input i_reset,
			input [3:0] i_enable,
			input clock,
			output [3:0] o_leds,
			output [12:0] fir_out
			);
reg [NB_COUNT-1:0] count;
wire valid;
wire data_prbs;
assign o_leds = i_enable;
always@(posedge clock) begin
		if (i_reset) 
			count <= {NB_COUNT{1'b0}};
		else 
			if (i_enable[0])
				count <= count + 1;
			else 
				count <= count;
end
assign valid = (count == {NB_COUNT{1'b1}})?1'b1:1'b0;
	PRBS
		u_prbs
		   (.o_data(data_prbs),
			.i_reset(i_reset),
			.i_valid(valid),
			.clock(clock),
			.i_enable(i_enable[1]));
	fir_filter
		u_fir( .clk(clock),
			   .i_rst(i_reset),
			   .i_valid(valid),
			   .i_enable(i_enable[2]),
			   .i_prbs(data_prbs),
			   .o_data(fir_out)
		);
endmodule
==> design/flow/run.sh <==
#!/bin/bash
# OpenROAD 26Q1-2900-gdf79404cd8, Yosys 0.63+post, stock flow scripts
make -C /OpenROAD-flow-scripts/flow DESIGN_CONFIG=/design/flow/config.mk WORK_HOME=/design/flow/orfs finish
==> results_slide.txt <==
Flow Results at a Glance

Critical path
  • Worst setup EP type: flop
  • Worst-path maximum fanout: 14
  • Data required time of the worst path: approximately 8500 ps
  • Delay of the slowest cell on the worst path: around 770 ps
  • Startpoint Class: flop
  • Crit path DAT: about 7700 ps
  • CP max-delay cell: fa_1
  • R2R setup slack: about 800 ps
  • Reg2reg end: u_fir.sample_add[12]
  • Crit path kind: flop to flop
  • Launch point of the worst path: u_fir.shift_reg[0]
  • Worst R2R Path Depth: 26
  • RR Startpoint: u_fir.shift_reg[0]
  • CP most frequent cell: inv_1

Floorplanning
  • Initial Utilization: 0.407
  • Core area: 28800 µm²
  • Die area: ~30000 µm²
  • IO Pins: 23
  • Chip Width: around 170 µm
  • Die Ht: roughly 170 µm
  • Row count: about 62

Timing
  • Final hold vios: 0
  • Ratio of final minimum period to clock period: 0.903
  • Hold_ws: between 400 and 500 ps
  • TNS Setup: 0 ps
  • Fin crit period: 7500 ps
  • RSZ-0062 raised after global routing: false
  • Clock skew: a little under 8 ps
  • Worst slew pin tran: just under 900 ps
  • Slew headroom: 0.411
  • Final setup viols: 0
  • F_max: between 100 and 150 MHz
  • Final worst slack: between 800 and 900 ps
  • Fin. max-slew vios: 0

Place
  • Placer Congestion: between 1 and 1.5
  • Post-detail-place hpwl: between 20000 and 25000 µm
  • # port buffers: 20
  • Post-Place Worst Slack: approximately 840 ps

Global route
  • Vias in the first global route: between 9000 and 10000
  • GRT Total Usage: 0.220
  • Overflow after GRT: 0
  • Largest net degree at the start of global routing: 36
  • First-pass GRT wire length: 48900 µm
  • Initial antenna violation count: 0

Routing
  • Routed WL per cell: 17.3 µm
  • DRC errors left: 0
  • Wirelength, routed: between 20000 and 30000 µm
  • Routed via count: 8916
  • Post-detailed-route count of antenna-violating nets: 0
  • N_diodes: 0
  • Initial drt markers: 581
  • Detailed Routing Iterations Pass 1: 5
  • Post-DR vias/cell: 5.17

Logic synthesis
  • Avg Cell Area, Syn: about 9 µm²
  • Post-synth seq share: 0.0599
  • Mapped Cells: around 1300
  • Cell Area, Synth: ~12000 µm²
  • Yosys chip area: 11700 µm²
  • Number of synthesis warnings: 3
  • Synth cell types: 64
  • Ys flop type: dfxtp_1
  • Ys cells: between 1000 and 1500
  • Synth async-reset ratio: 0
  • Post-synth EDFFs: 0
  • Synthesis-stage register bit count: 35

Cells and area
  • Utilization after layout: 0.435
  • Fraction of layout cells with a size suffix above 1: 0.0306
  • Synthesis-to-finish area growth: 6.99%
  • Max reg flops: 13

Clocking
  • CTS Sinks: 35
  • Clock-pin slew on the worst setup and hold paths: 60 ps
  • H-tree lvl count: 2
  • Cts-stage hold buffer count: 0
  • CTS tree: built
  • Post-CTS Setup Repair Bufs: 0
  • Late-Pin Clk Latency: approximately 300 ps
  • PostCTS Resize Cnt: 0
  • CTS Root Buffer Type: clkbuf_16
  • Max clock buf depth: 2
  • TritonCTS buffer count: 5

Power
  • Pwr/cell area: between 30 and 40 nW/µm²
  • Total Power: roughly 0.45 mW
  • Leak: roughly 6 nW
  • Worst vdd ir: slightly above 0.00006 V

Worst hold path
  • Hold_sp: u_prbs.shift_reg[6]
  • WHS Endpoint: u_prbs.shift_reg[6]
  • HP Class: flop to flop
  • Worst hold path depth: 2

Outcome
  • Run status: complete, no violations

Flow run
  • Log Warnings: about 74
  • # Max-Cap Violations: 0
-- worst max-delay path by stage --
| stage | to | slack [ps] | cells past startpoint |
|---|---|---|---|
| after CTS | u_fir.sample_add[12] | 810 | 26 |
| after global routing | u_fir.sample_add[12] | 130 | 26 |
| final | u_fir.sample_add[12] | 800 | 26 |
-- routing by layer --
layer | global-route usage | routed length (µm) | vias to the layer above
met5 | 0.00962 | 41 | -
met4 | 0.0476 | 814 | 2
met3 | 0.0819 | 2790 | 35
met2 | 0.341 | 13500 | 272
met1 | 0.302 | 12700 | 4215
li1 | - | - | 4392
-- layout make-up --
class	count	area (µm²)
clock buffer	6	129
clock inverter	2	12.5
fill	2801	16300
inverter	270	1010
multi-input combinational	992	9870
sequential	35	706
tap	384	480
timing repair buffer	35	313
-- where the power goes --
group	switching [mW]	internal [mW]	total, mW
logic	0.0413	0.0291	0.0704
registers	0.00668	0.174	0.181
clock network	0.0870	0.111	0.198
total	0.135	0.314	0.449
-- stage by stage --
step           std cells  instance area [µm²]
6_report            1724                12500
5_1_grt             1724                12500
4_1_cts             1724                12500
3_5_place_dp        1716                12400
3_3_place_gp        1716                12400
2_1_floorplan       1325                11700
-- cell usage after synthesis, types with 16 or more instances --
master    instances  share of area
a21o_1           19          0.012
xor2_1           39          0.029
clkbuf_1         22         0.0071
inv_1           270          0.087
a21oi_1          83          0.035
fa_1            185           0.32
xnor2_1          66          0.049
nand2_1          77          0.025
nand3_1          30          0.013
dfxtp_1          35          0.060
o21bai_1         16          0.010
nor2_1           58          0.019
o21ai_0          39          0.017
ha_1            174           0.19
-- layout by cell type (no fill, tap or decap), types with 5 or more instances in the layout --
cell             instances
buf_4                   15
nand3_1                 30
clkdlybuf4s50_1         20
a22oi_1                  6
a311oi_1                 5
nand4_1                  5
nand2_1                 77
and2_1                   6
clkbuf_16                5
a31oi_1                 14
o41ai_1                  5
a21oi_1                 83
o211ai_1                 6
a211oi_1                14
and3_1                  12
xnor2_1                 66
nor2b_1                  8
a21o_1                  19
nand2b_1                15
dfxtp_1                 31
o21bai_1                16
mux2i_1                  8
or2_2                    8
o21ai_0                 39
a211o_1                  9
nor2_1                  58
inv_1                  268
fa_1                   185
o31ai_1                  7
nor3_1                  10
or3_1                    6
xor2_1                  39
nor4_1                   5
a221oi_1                 7
ha_1                   174
-- kinds of logic after synthesis --
group                    count (synthesis)  synth area share
XOR/XNOR                               105            0.0786
buffers and inverters                  298            0.0969
adder cells (fa/ha/maj)                360             0.503
AND-OR/OR-AND                          271             0.153
multiplexers                             8           0.00684
AND/OR/NAND/NOR                        248             0.101
flip-flops                              35            0.0599
-- critical path: cells and delay by family (launching register included) --
family	cells	cell delay (ps)
adders and majority gates	7	3250
AOI/OAI and AO/OA	10	2240
and+or+nand+nor	3	440
DFF	1	570
buffers and inverters	5	680
xor gates and xnor gates	1	180
No activity file was given, so power comes from the tool's default toggle rates.
