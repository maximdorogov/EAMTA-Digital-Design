$ cat config.mk
export PLATFORM = sky130hd
export DESIGN_NAME = clk_divider
export DESIGN_NICKNAME = clk_divider
export VERILOG_FILES = /design/flow/design.v
export SDC_FILE = /design/flow/constraint.sdc
export NUM_CORES = 4
export LEC_CHECK = 1
export CORE_AREA = 10 10 70 70
export DIE_AREA = 0 0 80 80
$ cat constraint.sdc
current_design clk_divider

set clk_period 1.3
set clk_io_pct 0.2

create_clock -name clk0 -period $clk_period [get_ports {i_clk}]

set non_clock_inputs [all_inputs -no_clocks]
set_input_delay [expr $clk_period * $clk_io_pct] -clock clk0 $non_clock_inputs
set_output_delay [expr $clk_period * $clk_io_pct] -clock clk0 [all_outputs]
$ cat design.v
module clk_divider #(parameter NBITS  = 3) (
    input i_clk,   
    input i_rst,   
    output o_clk
  );
  reg aux_clk_out;
  reg [NBITS-1:0] counter;
  assign o_clk = aux_clk_out;
  always @(posedge i_clk) begin
    if (i_rst) begin
      aux_clk_out <= 0;
      counter <= {NBITS{1'b0}}; 
    end else begin
      counter <= counter + 1'b1; 
      if(!counter) begin
        counter <= 0;
        aux_clk_out <= ~aux_clk_out;  
      end      
    end
  end
endmodule
$ cat run.sh
#!/bin/bash
# OpenROAD 26Q1-2900-gdf79404cd8, Yosys 0.63+post, stock flow scripts
make -C /OpenROAD-flow-scripts/flow DESIGN_CONFIG=/design/flow/config.mk WORK_HOME=/design/flow/orfs finish
==> impl_metrics.yaml <==
# generated from flow reports
run_status:
  status: "finished clean"
worst_setup_path:
  max_stage_delay_ns: 0.34
  start_kind: "flip-flop"
  path_class: "reg2reg"
  path_max_fanout: 3
  crit_buf_inv: 1
  path_delay_family: "multiplexers"
  slowest_stage: "mux2_2"
  end_kind: "flip-flop"
  path_cells: "inv_1, ha_1, nor2b_2, mux2_2"
  cp_data_arrival_time_ns: 1.27
  worstPathRequired_ns: 1.41
sta:
  timing_hold_violations_final: 0
  fin_tns_setup_ns: 0
  fin_ws_ns: 0.1410
  fmaxAchievable_mhz: 862.8
  maxSlewViolCount: 0
  min_period_over_period_pct: 89.15
  period_needed_ns: 1.159
  relSlewSlack_pct: 90.10
  fin_skew_ns: 0.001212
  worst_slew_pin_slew_ns: 0.1479
  setup_violations: 0
  rsz0062_at_grt: "false"
global_routing:
  grt_use_total_pct: 1.181
  grt_pass1_wl_um: 586
  overflow: 0
  grt_pass1_vias: 158
  grt_max_degree: 4
  antenna_found_initial: 0
clocking:
  clkLatencyLatePin_ns: 0.23
  cts_inserted_buffers: 3
  cts_tree: "done"
  htreeDepth: 1
  clock-root-buffer: "clkbuf_4"
  post_cts_buffers: 0
  clk_pin_slew_ns: 0.04
  clockBufferDepth: 2
  cts_sinks: 4
die:
  io_pins: 3
  core_area_mm2: 0.003416
  die_y_um: 80
  die_w_um: 80
  initCoreUtil_pct: 5.055
  core.rowCount: 21
  dieArea_mm2: 0.006400
power:
  peakVddDrop_mv: 0.5638
  power_density_mw_per_mm2: 1022
  p_total_mw: 0.2928
  leakage_nw: 0.1076
synth:
  yosysTopAreaCell: "dfxtp_1"
  synth_seq_share_pct: 46.38
  netlist-cell-type-count: 11
  syn_avg_cell_area_um2: 10.16
  area_leaders: "dfxtp_1 (46%), ha_1 (14%), nor2b_1 (7.2%), mux2_2 (6.5%), or3b_1 (5.1%)"
  syn-cell-area_um2: 172.7
  top_cell_area_share_pct: 46.38
  synth_cells: 17
  ys.flops: 4
  yosysChipArea_um2: 172.7
  yosys_warnings: 1
  yosys-stat-cells: 17
detailed_routing:
  drcViolationCount: 0
  via_per_inst: 1.913
  wl_per_cell_um: 4.058
  drtIter0Drc: 2
  drt-pass1-iter-count: 4
  wl_um: 280
  num_antenna_cells: 0
  ant_nets: 0
  num_vias: 132
job:
  maxCapViolations: 0
  warnings: 26
finish:
  comb_area_um2: 87.58
  area_growth_pct: 65.94
  final_cell_area_um2: 286.5
  lay_top_cells: "clkbuf_4 (3), dfxtp_1 (3), inv_1 (2), ha_1 (2)"
  nFillCells: 404
  register_area_um2: 81.33
  drive_gt1_share_pct: 30.43
placed_design:
  dpl-instance-area_um2: 257.7
  dp_hpwl_um: 216.3
  place_ws_ns: 0.08372
  io_buffers: 2
  gp_congestion: 0.6041
worst_hold_path:
  hold_class: "reg2reg"
[area by class of cell]
type                            instances  share of cell area (%)
Multi-Input combinational cell         11                   30.57
Sequential cell                         4                   28.38
Tap cell                               46                   20.09
Timing Repair Buffer                    3                   10.48
Clock buffer                            3                   7.860
Inverter                                2                   2.620
[final timing paths]
| check | startpoint | to | slack [ns] | cells past startpoint |
|---|---|---|---|---|
| max | counter[0] | aux_clk_out | 0.14 | 4 |
| min | counter[0] | counter[0] | 0.45 | 1 |
| max reg2reg | counter[0] | aux_clk_out | 0.14 | 4 |
| min reg2reg | counter[0] | counter[0] | 0.45 | 1 |
[metal layers]
layer  vias to the layer above  track usage [%]  wire length (um)
met2                         6            1.605               100
met5                         -                0                 0
li1                         67                -                 -
met3                         0            1.591                54
met4                         0           0.3521                 0
met1                        59           0.9980               124
[worst reg2reg max path, stage by stage (launching register included)]
cell	delay (ns)
dfxtp_1	0.31
inv_1	0.06
ha_1	0.14
nor2b_2	0.19
mux2_2	0.34
[logic make-up after synthesis]
logic type,Yosys count,synth area share [%]
fa+ha+maj,2,14.49
simple gates,7,25.36
mux,1,6.521
compound gates,1,2.896
buf+inv,2,4.349
flops,4,46.38
[what timing repair did]
action / 4_1_cts / 5_1_grt
hold buffers: 0 / 0
gates resized: 1 / 2
setup endpoints to repair: 1 / 2
[cells in the mapped netlist (all sizes together)]
library cell and instances:
a21oi 1, dfxtp 4, ha 2, inv 2
mux2 1, nand2b 1, nor2 1, nor2b 2
nor3 1, nor3b 1, or3b 1
[power breakdown]
part | internal [mW] | total (mW) | switching (mW) | leakage [nW]
Combinational | 0.0101 | 0.0140 | 0.00397 | 0.0611
Clock | 0.103 | 0.151 | 0.0480 | 0.0138
Sequential | 0.126 | 0.128 | 0.00154 | 0.0327
[registers in the layout, indices dropped and copies added, names as in the netlist]
register,cells
aux_clk_out,1
counter,3
[metrics by stage]
step / utilization (%) / cells / hold WS, ns
2_1_floorplan: - / 17 / 0.3291
3_3_place_gp: 7.546 / 66 / 0.4349
3_5_place_dp: 7.546 / 66 / 0.4441
4_1_cts: 8.242 / 69 / 0.4492
5_1_grt: 8.388 / 69 / 0.4842
6_report: 8.388 / 69 / 0.4488
Power is estimated from default activity; no workload was simulated.
